[flow/design.v]
`timescale 1ns / 1ps
module ladner_8bit(input [7:0]g,p,
output [7:0]go,po
    );
    wire [7:0]gi,pi;
   ladner_4bit u1(g[3:0],p[3:0],gi[3:0],pi[3:0]); 
   ladner_4bit u2(g[7:4],p[7:4],gi[7:4],pi[7:4]); 
   assign  go[0]=gi[0];
   assign  go[1]= gi[1];
   assign  go[2]= gi[2];
   assign  go[3]= gi[3];
   assign  go[4]= gi[4]|(gi[3]&pi[4]);
   assign  go[5]= gi[5]|(gi[3]&pi[5]);   
   assign  go[6]= gi[6]|(gi[3]&pi[6]);   
   assign  go[7]= gi[7]|(gi[3]&pi[7]);   
   assign po[0]=pi[0];
   assign po[1]=pi[1];
   assign po[2]=pi[2];
   assign po[3]=pi[3];
   assign po[4]=pi[3]&pi[4];
   assign po[5]=pi[3]&pi[5];
   assign po[6]=pi[3]&pi[6];
   assign po[7]=pi[3]&pi[7];
endmodule
`timescale 1ns / 1ps
module ladner_16bit(input [15:0]g,p,
output [15:0]go,po
    );
    wire [15:0]gi,pi;
   ladner_8bit u1(g[7:0],p[7:0],gi[7:0],pi[7:0]); 
   ladner_8bit u2(g[15:8],p[15:8],gi[15:8],pi[15:8]); 
   assign  go[0]=gi[0];
   assign  go[1]= gi[1];
   assign  go[2]= gi[2];
   assign  go[3]= gi[3];
   assign  go[4]= gi[4];
   assign  go[5]= gi[5];   
   assign  go[6]= gi[6];   
   assign  go[7]= gi[7];
   assign  go[8]= gi[8]|(g[7]&p[8]); 
   assign  go[9]= gi[9]|(g[7]&p[9]); 
   assign  go[10]= gi[10]|(g[7]&p[10]); 
   assign  go[11]= gi[11]|(g[7]&p[11]); 
   assign  go[12]= gi[12]|(g[7]&p[12]); 
   assign  go[13]= gi[13]|(g[7]&p[13]); 
   assign  go[14]= gi[14]|(g[7]&p[14]); 
   assign  go[15]= gi[15]|(g[7]&p[15]); 
   assign po[0]=pi[0];
   assign po[1]=pi[1];
   assign po[2]=pi[2];
   assign po[3]=pi[3];
   assign po[4]=pi[4];
   assign po[5]=pi[5];
   assign po[6]=pi[6];
   assign po[7]=pi[7];
   assign po[8]=pi[7]&pi[8];
   assign po[9]=pi[7]&pi[9]; 
   assign po[10]=pi[7]&pi[10]; 
   assign po[11]=pi[7]&pi[11]; 
   assign po[12]=pi[7]&pi[12]; 
   assign po[13]=pi[7]&pi[13]; 
   assign po[14]=pi[7]&pi[14]; 
   assign po[15]=pi[7]&pi[15];       
endmodule
`timescale 1ns /1ps
module ladner_32bit(input [31:0]g,p,
output [31:0]go,po
    );
    wire [31:0]gi,pi;
   ladner_16bit u1(g[15:0],p[15:0],gi[15:0],pi[15:0]); 
   ladner_16bit u2(g[31:16],p[31:16],gi[31:16],pi[31:16]); 
   assign  go[0]=gi[0];
   assign  go[1]= gi[1];
   assign  go[2]= gi[2];
   assign  go[3]= gi[3];
   assign  go[4]= gi[4];
   assign  go[5]= gi[5];   
   assign  go[6]= gi[6];   
   assign  go[7]= gi[7];
   assign  go[8]= gi[8]; 
   assign  go[9]= gi[9]; 
   assign  go[10]= gi[10]; 
   assign  go[11]= gi[11]; 
   assign  go[12]= gi[12]; 
   assign  go[13]= gi[13]; 
   assign  go[14]= gi[14]; 
   assign  go[15]= gi[15]; 
   assign go[16]=gi[16]|(gi[15]&pi[16]);
   assign go[17]=gi[17]|(gi[15]&pi[17]);
   assign go[18]=gi[18]|(gi[15]&pi[18]);
   assign go[19]=gi[19]|(gi[15]&pi[19]);
   assign go[20]=gi[20]|(gi[15]&pi[20]);
   assign go[21]=gi[21]|(gi[15]&pi[21]);
   assign go[22]=gi[22]|(gi[15]&pi[22]);
   assign go[23]=gi[23]|(gi[15]&pi[23]);
   assign go[24]=gi[24]|(gi[15]&pi[24]);
   assign go[25]=gi[25]|(gi[15]&pi[25]);
   assign go[26]=gi[26]|(gi[15]&pi[26]);
   assign go[27]=gi[27]|(gi[15]&pi[27]);
   assign go[28]=gi[28]|(gi[15]&pi[28]);
   assign go[29]=gi[29]|(gi[15]&pi[29]);
   assign go[30]=gi[30]|(gi[15]&pi[30]);
   assign go[31]=gi[31]|(gi[15]&pi[31]);
   assign po[0]=pi[0];
   assign po[1]=pi[1];
   assign po[2]=pi[2];
   assign po[3]=pi[3];
   assign po[4]=pi[4];
   assign po[5]=pi[5];
   assign po[6]=pi[6];
   assign po[7]=pi[7];
    assign po[8]=pi[8];
    assign po[9]=pi[9]; 
   assign po[10]=pi[10]; 
   assign po[11]=pi[11]; 
   assign po[12]=pi[12]; 
   assign po[13]=pi[13]; 
   assign po[14]=pi[14]; 
   assign po[15]=pi[15];       
   assign po[16]=pi[16]&pi[15];       
   assign po[17]=pi[17]&pi[15];       
   assign po[18]=pi[18]&pi[15];       
   assign po[19]=pi[19]&pi[15];       
   assign po[20]=pi[20]&pi[15];       
   assign po[21]=pi[21]&pi[15];       
   assign po[22]=pi[22]&pi[15];       
   assign po[23]=pi[23]&pi[15];       
   assign po[24]=pi[24]&pi[15];       
   assign po[25]=pi[25]&pi[15];       
   assign po[26]=pi[26]&pi[15];       
   assign po[27]=pi[27]&pi[15];       
   assign po[28]=pi[28]&pi[15];       
   assign po[29]=pi[29]&pi[15];       
   assign po[30]=pi[30]&pi[15];       
   assign po[31]=pi[31]&pi[15];
endmodule
`timescale 1ns / 1ps
module ladner_2bit(
input [1:0]g,p,
output [1:0]go,po
    );
    assign go[0]=g[0];
    assign go[1]=g[1]|(g[0]&p[1]);
    assign po[0]=p[0];
    assign po[1]=p[0]&p[1];
endmodule
`timescale 1ns / 1ps
module ladner_4bit(
input [3:0]g,p,
output [3:0]go,po
    );
    wire [3:0]gi,pi;
   ladner_2bit u1(g[1:0],p[1:0],gi[1:0],pi[1:0]); 
   ladner_2bit u2(g[3:2],p[3:2],gi[3:2],pi[3:2]); 
   assign  go[0]=gi[0];
   assign  go[1]= gi[1];
   assign  go[2]= gi[2]|(gi[1]&pi[2]);
   assign  go[3]= gi[3]|(gi[1]&pi[3]);
   assign po[0]=pi[0];
   assign po[1]=pi[1];
   assign po[2]=pi[1]&pi[2];
   assign po[3]=pi[3]&pi[1];
endmodule
`timescale 1ns/1ps
module top_module_ladner64(
input [63:0]a1,a2,
input c_in,
output c_out,
output [63:0]s  
    );
  wire [63:0]g,p,po,go; 
  wire [64:0]c;
  assign c[0]=c_in;
  assign g= a1&a2;  
  assign p=a1^a2;
   ladner64bit uu(g[63:0],p[63:0],go[63:0],po[63:0]);
   assign c[64:1]=go[63:0]|(c[0]&p[63:0]);
assign s[63:0]=p[63:0]^c[63:0]; 
     assign c_out =c[64]; 
endmodule
`timescale 1ns / 1ps
module ladner64bit(input [63:0]g,p,
output [63:0]go,po
    );
    wire [63:0]gi,pi;
   ladner_32bit u1(g[31:0],p[31:0],gi[31:0],pi[31:0]); 
   ladner_32bit u2(g[63:32],p[63:32],gi[63:32],pi[63:32]); 
   assign  go[0]= gi[0];
   assign  go[1]= gi[1];
   assign  go[2]= gi[2];
   assign  go[3]= gi[3];
   assign  go[4]= gi[4];
   assign  go[5]= gi[5];   
   assign  go[6]= gi[6];   
   assign  go[7]= gi[7];
   assign  go[8]= gi[8]; 
   assign  go[9]= gi[9]; 
   assign  go[10]= gi[10]; 
   assign  go[11]= gi[11]; 
   assign  go[12]= gi[12]; 
   assign  go[13]= gi[13]; 
   assign  go[14]= gi[14]; 
   assign  go[15]= gi[15]; 
   assign go[16]=gi[16];
   assign go[17]=gi[17];
   assign go[18]=gi[18];
   assign go[19]=gi[19];
   assign go[20]=gi[20];
   assign go[21]=gi[21];
   assign go[22]=gi[22];
   assign go[23]=gi[23];
   assign go[24]=gi[24];
   assign go[25]=gi[25];
   assign go[26]=gi[26];
   assign go[27]=gi[27];
   assign go[28]=gi[28];
   assign go[29]=gi[29];
   assign go[30]=gi[30];
   assign go[31]=gi[31];
    assign go[32]=gi[32]|(pi[32]&gi[31]);
    assign go[33]=gi[33]|(pi[33]&gi[31]);
    assign go[34]=gi[34]|(pi[34]&gi[31]);
    assign go[35]=gi[35]|(pi[35]&gi[31]);
    assign go[36]=gi[36]|(pi[36]&gi[31]);
    assign go[37]=gi[37]|(pi[37]&gi[31]);
    assign go[38]=gi[38]|(pi[38]&gi[31]);
    assign go[39]=gi[39]|(pi[39]&gi[31]);
    assign go[40]=gi[40]|(pi[40]&gi[31]);
    assign go[41]=gi[41]|(pi[41]&gi[31]);
    assign go[42]=gi[42]|(pi[42]&gi[31]);
    assign go[43]=gi[43]|(pi[43]&gi[31]);
    assign go[44]=gi[44]|(pi[44]&gi[31]);
    assign go[45]=gi[45]|(pi[45]&gi[31]);
    assign go[46]=gi[46]|(pi[46]&gi[31]);
    assign go[47]=gi[47]|(pi[47]&gi[31]);
    assign go[48]=gi[48]|(pi[48]&gi[31]);
    assign go[49]=gi[49]|(pi[49]&gi[31]);
    assign go[50]=gi[50]|(pi[50]&gi[31]);
    assign go[51]=gi[51]|(pi[51]&gi[31]);
    assign go[52]=gi[52]|(pi[52]&gi[31]);
    assign go[53]=gi[53]|(pi[53]&gi[31]);
    assign go[54]=gi[54]|(pi[54]&gi[31]);
    assign go[55]=gi[55]|(pi[55]&gi[31]);
    assign go[56]=gi[56]|(pi[56]&gi[31]);
    assign go[57]=gi[57]|(pi[57]&gi[31]);
    assign go[58]=gi[58]|(pi[58]&gi[31]);
    assign go[59]=gi[59]|(pi[59]&gi[31]);
    assign go[60]=gi[60]|(pi[60]&gi[31]);
    assign go[61]=gi[61]|(pi[61]&gi[31]);
    assign go[62]=gi[62]|(pi[62]&gi[31]);
    assign go[63]=gi[63]|(pi[63]&gi[31]);
   assign po[0]=pi[0];
   assign po[1]=pi[1];
   assign po[2]=pi[2];
   assign po[3]=pi[3];
   assign po[4]=pi[4];
   assign po[5]=pi[5];
   assign po[6]=pi[6];
   assign po[7]=pi[7];
   assign po[8]=pi[8];
   assign po[9]=pi[9]; 
   assign po[10]=pi[10]; 
   assign po[11]=pi[11]; 
   assign po[12]=pi[12]; 
   assign po[13]=pi[13]; 
   assign po[14]=pi[14]; 
   assign po[15]=pi[15];       
   assign po[16]=pi[16];       
   assign po[17]=pi[17];       
   assign po[18]=pi[18];       
   assign po[19]=pi[19];       
   assign po[20]=pi[20];       
   assign po[21]=pi[21];       
   assign po[22]=pi[22];       
   assign po[23]=pi[23];       
   assign po[24]=pi[24];       
   assign po[25]=pi[25];       
   assign po[26]=pi[26];       
   assign po[27]=pi[27];       
   assign po[28]=pi[28];       
   assign po[29]=pi[29];       
   assign po[30]=pi[30];       
   assign po[31]=pi[31];
   assign po[32]=pi[31]&pi[32];      
   assign po[33]=pi[31]&pi[33];      
   assign po[34]=pi[31]&pi[34];      
   assign po[35]=pi[31]&pi[35];      
   assign po[36]=pi[31]&pi[36];      
   assign po[37]=pi[31]&pi[37];      
   assign po[38]=pi[31]&pi[38];      
   assign po[39]=pi[31]&pi[39];      
   assign po[40]=pi[31]&pi[40];      
   assign po[41]=pi[31]&pi[41];      
   assign po[42]=pi[31]&pi[42];      
   assign po[43]=pi[31]&pi[43];      
   assign po[44]=pi[31]&pi[44];      
   assign po[45]=pi[31]&pi[45];      
   assign po[46]=pi[31]&pi[46];      
   assign po[47]=pi[31]&pi[47];      
   assign po[48]=pi[31]&pi[48];      
   assign po[49]=pi[31]&pi[49];      
   assign po[50]=pi[31]&pi[50];      
   assign po[51]=pi[31]&pi[51];      
   assign po[52]=pi[31]&pi[52];      
   assign po[53]=pi[31]&pi[53];      
   assign po[54]=pi[31]&pi[54];      
   assign po[55]=pi[31]&pi[55];      
   assign po[56]=pi[31]&pi[56];      
   assign po[57]=pi[31]&pi[57];      
   assign po[58]=pi[31]&pi[58];      
   assign po[59]=pi[31]&pi[59];      
   assign po[60]=pi[31]&pi[60];      
   assign po[61]=pi[31]&pi[61];
   assign po[62]=pi[31]&pi[62];
   assign po[63]=pi[31]&pi[63];      
endmodule
[flow/run.sh]
#!/bin/bash
# OpenROAD 26Q1-2900-gdf79404cd8, Yosys 0.63+post, stock flow scripts
make -C /OpenROAD-flow-scripts/flow DESIGN_CONFIG=/design/flow/config.mk WORK_HOME=/design/flow/orfs finish
[flow/config.mk]
export PLATFORM = sky130hd
export DESIGN_NAME = top_module_ladner64
export DESIGN_NICKNAME = top_module_ladner64
export VERILOG_FILES = /design/flow/design.v
export SDC_FILE = /design/flow/constraint.sdc
export NUM_CORES = 4
export LEC_CHECK = 1
export CORE_AREA = 10 10 129 129
export DIE_AREA = 0 0 139 139
[flow/constraint.sdc]
current_design top_module_ladner64

set clk_period 14.3
set clk_io_pct 0.2

create_clock -name clk0 -period $clk_period

set non_clock_inputs [all_inputs -no_clocks]
set_input_delay [expr $clk_period * $clk_io_pct] -clock clk0 $non_clock_inputs
set_output_delay [expr $clk_period * $clk_io_pct] -clock clk0 [all_outputs]
==> results.py <==
# Physical implementation metrics
metrics = {
    "status": {
        "status": "finished clean",
    },
    "die": {
        "die-area_mm2": 0.0193,
        "initial_utilization_pct": 21.3,
        "ios": 194,
        "die_h_um": 139,
        "core_mm2": 0.0139,
        "die_x_um": 139,
        "core.rowCount": 43,
    },
    "layout": {
        "fill_cells": 1429,
        "clockBufferCount": 0,
        "flop-count": 0,
        "syn2layout_area_growth_pct": 72.4,
        "drive_above_1_share_pct": 1.74,
        "comb_area_mm2": 0.00283,
        "mostFrequentLayoutCells": "clkdlybuf4s50_1, ha_1, a21oi_1",
        "final_common_cell": "clkdlybuf4s50_1",
        "flop_area_um2": 0,
    },
    "timing": {
        "timing_worst_slew_pin_value_ns": 0.557,
        "relSlewSlack_pct": 62.8,
        "finalClockPeriodUsage_pct": 61.6,
        "rsz0062_at_grt": "no",
        "setup_violations": 0,
        "hold_slack_ns": 6.80,
        "clock.fmax_ghz": 0.114,
        "final-hold-violation-count": 0,
        "finalSetupTns_ns": 0,
        "min_period_ns": 8.80,
        "timing.final.ws_setup_ns": 5.50,
        "slew_violations": 0,
    },
    "synthesis": {
        "syn_area_per_cell_um2": 7.66,
        "ys_seq_share_pct": 0,
        "ys_area_mm2": 0.00296,
        "netlist_instances": 386,
        "ys_cells": 386,
        "yosys_warnings": 0,
        "synthTopCellsByArea": "ha_1, xnor2_1, a21oi_1, xor2_1, a21o_1",
        "netlist_area_mm2": 0.00296,
        "yosys.area.top_type": "ha_1",
        "top_cell_area_share_pct": 27.1,
        "synth_cell_type_count": 60,
    },
    "global_route": {
        "grt_pass1_wl_mm": 18.3,
        "grt_pass1_vias": 3477,
        "grt_usage_pct": 11.1,
        "grt_max_degree": 13,
        "gr-total-overflow": 0,
        "antenna_found_initial": 0,
    },
    "power": {
        "peakVddDrop_mv": 0.0213,
        "p_leak_nw": 2.09,
        "power_density_mw_per_mm2": 47.7,
    },
    "placement": {
        "io_buffers": 194,
        "routabilityCongestion": 0.848,
        "pre_cts_slack_ns": 5.48,
        "dpl.hpwl_mm": 10.3,
    },
    "flow_run": {
        "warnings": 33,
        "cap_viol_max_count": 0,
    },
    "critical_path": {
        "cp_num_buf_inv": 2,
        "end_kind": "output port",
        "start_kind": "input pin",
        "worst_path_most_repeated_cell": "clkdlybuf4s50_1",
        "crit_fanout": 5,
        "critical_path_required_ns": 11.44,
        "critPathSlowestCell": "clkdlybuf4s50_1",
        "path_delay_family": "AND-OR/OR-AND gates",
        "path_cells": "clkdlybuf4s50_1 -> ha_1 -> a2111o_1 -> a31oi_1 -> o21ai_1 -> a32oi_1 -> a41o_1 -> nand3_1 -> o311ai_0 -> clkdlybuf4s50_1",
        "cp_slowest_stage_delay_ns": 0.54,
        "cp.arrival_ns": 5.94,
        "path_class": "input pin to output port",
    },
    "min_path": {
        "hp-class": "input pin to output port",
    },
    "detailed_routing": {
        "antennaDiodeCount": 0,
        "ant_nets": 0,
        "drt_pass1_iterations": 7,
        "drc": 0,
        "drtIter0Drc": 106,
        "via_per_inst": 4.68,
        "wl_per_cell_um": 15.0,
        "finalWirelength_mm": 11.3,
        "vias": 3529,
    },
    "clocking": {
        "postCtsSetupBuffers": 0,
        "postCtsHoldBufs": 0,
        "cts_resized": 0,
    },
}
cell families after synthesis:
logic type | share of synthesized area, %
AND-OR/OR-AND | 30.9
adder cells (fa/ha/maj) | 30.5
XOR/XNOR | 16.0
multiplexers | 0.677
AND/OR/NAND/NOR | 17.7
buffers and inverters | 4.23
synthesized netlist by cell type (5+ instances only):
| cell | count |
|---|---|
| nor3_1 | 9 |
| fa_1 | 5 |
| ha_1 | 64 |
| inv_1 | 25 |
| o211ai_1 | 7 |
| nand3_1 | 11 |
| xnor2_1 | 37 |
| or3_1 | 5 |
| o21a_1 | 7 |
| nand2_1 | 15 |
| a21o_1 | 15 |
| o21ai_0 | 18 |
| a21oi_1 | 39 |
| nand4_1 | 9 |
| xor2_1 | 17 |
| nor2_1 | 19 |
worst paths after layout:
check  endpoint  depth (start not counted)  slack, ns  startpoint
min       s[63]                          4       6.80      a2[63]
max       s[55]                         10       5.50      a1[29]
final cells by class:
cell class / instances / area share [%]
well taps: 180 / 4.42
inverters: 26 / 1.92
multi-input cells: 354 / 55.6
repair buffers: 194 / 38.1
through the flow:
step	std cells	utilization, %	total power, mW	area, um^2
after global placement	754	36.7	0.245	5100
after floorplan	386	-	0.103	2960
after detailed placement	754	36.7	0.246	5100
final	754	36.7	0.243	5100
after CTS	754	36.7	0.248	5100
after global routing	754	36.7	0.270	5100
routing by layer:
metal  global-route usage, %  vias up  routed length, um
met5                       0        -                  0
met1                    14.0     1568               4950
met2                    19.6       93               5610
met3                    2.85        2                766
met4                   0.165        0                 17
li1                        -     1866                  -
where the power goes:
| part | switching, mW | leakage (nW) | internal [mW] |
|---|---|---|---|
| combinational | 0.0894 | 2.09 | 0.154 |
| sequential | 0 | 0 | 0 |
| clock | 0 | 0 | 0 |
| total | 0.0894 | 2.09 | 0.154 |
Power and IR drop assume default switching activity.
