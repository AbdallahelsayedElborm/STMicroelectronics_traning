--- design/flow/design.v ---
module G_adder_1 #(parameter N=32)(
input  signed[(N-1):0]A,B,
input c_in,
output signed [(N-1):0]s,
output c_out    );
assign {c_out,s}=A+B+c_in;
endmodule
--- design/flow/run.sh ---
#!/bin/bash
# OpenROAD 26Q1-2900-gdf79404cd8, Yosys 0.63+post, stock flow scripts
make -C /OpenROAD-flow-scripts/flow DESIGN_CONFIG=/design/flow/config.mk WORK_HOME=/design/flow/orfs finish
--- design/flow/config.mk ---
export PLATFORM = sky130hd
export DESIGN_NAME = G_adder_1
export DESIGN_NICKNAME = G_adder_1
export VERILOG_FILES = /design/flow/design.v
export SDC_FILE = /design/flow/constraint.sdc
export NUM_CORES = 4
export LEC_CHECK = 1
export CORE_AREA = 10 10 111 111
export DIE_AREA = 0 0 121 121
--- design/flow/constraint.sdc ---
current_design G_adder_1

set clk_period 14.1
set clk_io_pct 0.2

create_clock -name clk0 -period $clk_period

set non_clock_inputs [all_inputs -no_clocks]
set_input_delay [expr $clk_period * $clk_io_pct] -clock clk0 $non_clock_inputs
set_output_delay [expr $clk_period * $clk_io_pct] -clock clk0 [all_outputs]
==> run summary <==
Results of the full flow below.

Run status:
- The flow ran to the end, and the final reports show no timing, DRC or antenna violations.

Setup path:
- The run gives the launching element type of the critical path as an input pin.
- In this design, the largest share of critical-path delay is due to AND-OR/OR-AND gates.
- The run gives the sort of element at the end of the critical path as an output pin.
- The critical path is of the input pin to output pin type.
- The run gives the arrival time reported for the critical path endpoint as 6.15 ns.
- The run gives the required time at the endpoint of the critical path as 11.28 ns.
- Of all nets on the critical path, the largest fanout is 4.
- The report lists the cells along the critical path as clkdlybuf4s50_1, fa_1, fa_1, a21oi_1, o32ai_1, o211ai_2, a21o_1, o21ai_2, a21o_1, a311oi_1, clkdlybuf4s50_1.
- The slowest stage of the critical path belongs to the cell sky130_fd_sc_hd__clkdlybuf4s50_1.
- The run puts the largest stage delay on the critical path at 0.53 ns.
- The run gives the buffer-and-inverter tally for the worst setup path as 2.

Route:
- The run puts the remaining routing DRC violations at 0.
- Summing over every cut layer, the via total after detailed routing is 2251.
- After detailed routing, the number of vias per cell comes to 4.64.
- The run gives the number of nets with antenna violations after routing as 0.
- The run puts the number of iterations in the first detailed-routing pass at 4.
- The run puts the detailed-route wire length at 6750 um.
- The run gives the antenna diode count as 0.
- The run gives the routed length per placed instance as 13.9 um.
- Per the log, the first TritonRoute iteration ended with a DRC count of 98.

Global routing:
- The initial antenna violation count came to 0.
- The run gives the global-route layer with the greatest usage as met2.
- The run gives the global-route total usage across every layer as 8.76%.
- The run puts the total grt overflow at 0.
- The run puts the maximum number of pins on one net before global-route repair at 13.
- The run puts the number of global-route vias before repair at 2244.
- The run gives the first-pass GRT wire length as 10800 um.
- The run gives the met3 track demand over resource as 2.50%.
- Global routing consumed, on the met1 layer, 12.0% of the routing resources.
- Global routing used 13.9% of the available met2 tracks.

Floorplan:
- The run gives the die width as 121 um.
- The run puts the area inside the core boundary at 9860 sq um.
- The run puts the effective utilization at floorplan at 18.8%.
- The run gives the area of the die as 14600 sq um.
- The floorplan has 36 rows.
- The run puts the number of primary I/O pins at 98.
- The run puts the overall die height at 121 um.

Yosys:
- The run gives the fraction of synthesized cell area taken by the top area cell type as 20.9%.
- In the post-synthesis netlist, the biggest area contributors are sky130_fd_sc_hd__ha_1 (21%), sky130_fd_sc_hd__a21oi_1 (9.2%), sky130_fd_sc_hd__xor2_1 (7.1%).
- Summing every instance area after synthesis gives 1850 sq um.
- Synthesis produced 259 cells.
- The run gives the average size of a mapped cell as 7.16 sq um.
- The run gives the sequential cell area fraction in the yosys report as 0%.
- The run puts the area reported by Yosys stat at 1850 sq um.
- The run puts the number of different library cells in the post-synthesis netlist at 52.
- The run puts the warning count from the yosys run at 0.
- The run gives the cell type with the highest aggregate area in the netlist as sky130_fd_sc_hd__ha_1.
- In the Yosys report the total cell count is 259.

STA:
- The run puts the setup TNS at 0 ns.
- Setup repair after global routing left no endpoint under its margin.
- The run gives the maximum operating frequency as 112 MHz.
- The run gives the portion of the clock cycle consumed by the worst path in the final layout as 63.6%.
- The run puts the time the final worst path needs with I/O delays and setup at 8.97 ns.
- The run puts the headroom to the max-slew limit at 49.9%.
- The run puts the hold slack at 6.72 ns.
- The final timing report lists a hold violation count of 0.
- The run gives the number of setup violations in the final report as 0.
- The run gives the transition time at the pin with the least slew margin as 0.741 ns.
- The run puts the final number of max-transition violations at 0.

Place:
- Per the placement report, the placed cell count is 485.
- The run puts the final RePlAce weighted congestion at 0.887.
- The run gives the total of buffers placed on input and output ports as 98.
- The run gives the placed wire-length estimate as 6130 um.

Final layout:
- Counting only logic cells after layout, the most numerous master is sky130_fd_sc_hd__clkdlybuf4s50_1.
- The clock buffers instantiated in the layout total 0.
- The run puts the share of final-layout standard cells stronger than drive strength 1 at 3.13%.
- The run puts the filler-free cell count of the finished design at 485.
- The most common logic cells in the final layout are sky130_fd_sc_hd__clkdlybuf4s50_1 (98), sky130_fd_sc_hd__a21oi_1 (34), sky130_fd_sc_hd__ha_1 (31).
- There are 0 flip-flops and latches.
- The run puts the register area at 0 sq um.
- Relative to the synthesized area, the layout overhead comes to 59.4%.
- The run puts the final design utilization at 30.0%.
- The run puts the filler cell count in the final layout at 1043.

Clock tree:
- The run puts the number of setup buffers added after CTS at 0.
- After clock tree synthesis, the flow added hold-fix buffers numbering 0.
- Gates resized during post-CTS repair numbered 0.

Power and ir drop:
- The design draws 144 uW.
- The analysis reports a worst IR drop on VDD of 0.0188 mV.
- For this design the ratio of total power to cell area is 48.8 nW/um^2.
- Summed over all cells, the static leakage comes to 0.00121 uW.

Flow run:
- The run gives the number of logged tool warnings as 32.
- The report counts max-capacitance violations totalling 0.

Min path:
- The run gives the path type of the worst min-delay path as input pin to output pin.
[stage by stage]
| step | setup slack (ns) | area (sq um) |
|---|---|---|
| finish | 5.13 | 2960 |
| global placement | 5.18 | 2960 |
| CTS | 5.11 | 2960 |
| floorplan | 6.33 | 1850 |
| global route | 4.94 | 2960 |
| detailed placement | 5.12 | 2960 |
[synth_stat cells, drive strengths merged, types with 4 or more instances]
library cell,n
xnor2,10
buf,4
nand4,9
nand3,5
o21a,4
o21ai,21
or3,5
o21bai,6
and3,4
xor2,15
inv,6
nor2,20
o211ai,5
ha,31
a21o,13
a21oi,34
nor3,7
a211oi,6
nand2,25
[layer usage]
| layer | part of all wire (%) | vias to the layer above |
|---|---|---|
| met5 | 0 | - |
| met4 | 0.61 | 0 |
| met3 | 10 | 2 |
| met2 | 43 | 87 |
| met1 | 47 | 983 |
| li1 | - | 1179 |
[area by class of cell]
cell class / count / area, sq um / share of cell area, %
Multi-Input combinational cell: 247 / 1780 / 60.3
Inverter: 7 / 26.3 / 0.889
Tap cell: 133 / 166 / 5.63
Timing Repair Buffer: 98 / 981 / 33.2
[path summary, 6_finish.rpt]
check	endpoint	depth (start not counted)	from	slack, ns
setup / recovery	s[28]	11	A[0]	5.13
hold / removal	s[0]	3	c_in	6.72
[report_power, final]
part	switching (uW)	internal, uW
clock	0	0
sequential	0	0
combinational	60.3	83.9
[cells by family (layout without fill, tap and decap cells)]
logic type	count (synthesis)	count (layout)	synth area share, %
xor+xnor	25	25	11.8
fa+ha+maj	33	33	23.1
simple gates	83	83	22.9
mux	1	1	0.540
buf+inv	12	105	3.85
compound gates	105	105	37.9
[worst min-delay path, delay by kind of cell]
kind / cells / cell delay (ns)
adders and majority gates: 1 / 0.16
buffers and inverters: 2 / 0.93
Power figures rest on the tool's default switching activity, not on a simulated workload.
